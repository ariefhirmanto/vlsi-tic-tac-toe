**design/flow/design.v**
```verilog
module max_Q(input_1,input_2,input_3,input_4,input_5,input_6,input_7,input_8,input_9,keluaran);
	input [15:0] input_1;
	input [15:0] input_2;
	input [15:0] input_3;
	input [15:0] input_4;
	input [15:0] input_5;
	input [15:0] input_6;
	input [15:0] input_7;
	input [15:0] input_8;
	input [15:0] input_9;
	wire [15:0] output_a;
	wire [15:0] output_b;
	wire [15:0] output_c;
	wire [15:0] output_d;
	wire [15:0] output_e;
	wire [15:0] output_f;
	wire [15:0] output_g;
	output [15:0] keluaran;
	max_modul inst_8(.in_1(input_9),.in_2(output_g),.out(keluaran));
	max_modul inst_7(.in_1(output_e),.in_2(output_f),.out(output_g));
	max_modul inst_6(.in_1(output_c),.in_2(output_d),.out(output_f));
	max_modul inst_5(.in_1(output_a),.in_2(output_b),.out(output_e));
	max_modul inst_4(.in_1(input_7),.in_2(input_8),.out(output_d));
	max_modul inst_3(.in_1(input_5),.in_2(input_6),.out(output_c));
	max_modul inst_2(.in_1(input_3),.in_2(input_4),.out(output_b));
	max_modul inst_1(.in_1(input_1),.in_2(input_2),.out(output_a));
endmodule	
module max_modul (in_1,in_2,out);
	input [15:0] in_1;
	input [15:0] in_2;
	output [15:0] out;
	assign out = (in_1>in_2) ? in_1 : in_2;
endmodule
```
**design/flow/run.sh**
```bash
#!/bin/bash
# OpenROAD 26Q1-2900-gdf79404cd8, Yosys 0.63+post, stock flow scripts
make -C /OpenROAD-flow-scripts/flow DESIGN_CONFIG=/design/flow/config.mk WORK_HOME=/design/flow/orfs finish
```
**design/flow/config.mk**
```make
export PLATFORM = sky130hd
export DESIGN_NAME = max_Q
export DESIGN_NICKNAME = max_Q
export VERILOG_FILES = /design/flow/design.v
export SDC_FILE = /design/flow/constraint.sdc
export NUM_CORES = 4
export LEC_CHECK = 1
export CORE_UTILIZATION = 50
```
**design/flow/constraint.sdc**
```tcl
current_design max_Q

set clk_period 23.0
set clk_io_pct 0.2

create_clock -name clk0 -period $clk_period

set non_clock_inputs [all_inputs -no_clocks]
set_input_delay [expr $clk_period * $clk_io_pct] -clock clk0 $non_clock_inputs
set_output_delay [expr $clk_period * $clk_io_pct] -clock clk0 [all_outputs]
```
==> flow_summary.toml <==
# synthesis and place-and-route metrics
[flow_run]
maxCapViolations = 0
warnings = 33

[clock_network]
holdBufCountCts = 0
postCtsSetupBuffers = 0
cts-resized-gates = 0

[critical_path]
critPathMaxStageDelay_ps = 740
cp-start-kind = "input port"
arrival_ps = 14920
required_ps = 18400
crit_type = "input port to primary output"
endpoint_kind = "primary output"
crit_fanout = 38
crit_top_cell = "a21oi_1"
cp_slowest_cell = "nor4_1"

[global_route]
grt_pass1_vias = 5200
antenna_found_initial = 0
grt_pass1_wl_um = 22900
gr-total-overflow = 0
grt_max_degree = 39
grt_usage = 0.279

[yosys]
syn_avg_cell_area_um2 = 7.07
yosys.area.top_type_share = 0.319
synth-xor-area-share = 0
mux_area_frac = 0.104
synthTopCellsByCount = "ha_1, inv_1, a21oi_1, nor2_1, mux2i_1"
syn_area_um2 = 4950
simple_gate_area_frac = 0.171
ys_area_um2 = 4950
yosysCellCount = 700
synth_top_cell_by_area = "ha_1"
aoi_share = 0.305
top_cell = "ha_1"
synthCells = 700
yosys_warnings = 0
logic_family = "adder cells"
synthTopCellsByArea = "ha_1, mux2i_1, inv_1"
ys_types = 55
fa_ha_area_frac = 0.319
ys_seq_share = 0

[sta]
period_needed_ps = 19520
finalCritPeriodShare = 0.849
max_freq_ghz = 0.0512
setup_viol_count_final = 0
rsz0062_at_grt = "no"
tns_ps = 0
relSlewSlack = 0.466
finalHoldViolCount = 0
finalWorstSetupSlack_ps = 3480
slew_viol_final = 0
worstMarginPinSlew_ps = 793

[route]
ant_nets = 0
drt-pass1-iter-count = 4
via_per_inst = 5.68
drtIter0Drc = 210
vias = 5515
wl_um = 14000
drc = 0
wl_per_cell_um = 14.4
n_antenna_cell = 0

[placement]
hpwl_um = 12500
pre_cts_ws_ps = 3600
port_buffers = 160
globalplace.congestion = 0.956

[power_and_ir_drop]
power.density_nw_per_um2 = 70.6
power_leakage_nw = 3.34
ir_drop_mv = 0.0512

[die]
dieHeight_um = 101
rows = 35
core_um2 = 9420
pin_count = 160
fp.dieW_um = 101
die-area_um2 = 10300
initCoreUtil = 0.526

[hold_path]
hold_class = "input port to primary output"

[cells_and_area]
drive_above_1_share = 0.0238
ff_count = 0
num-clock-buffers = 0
seqCellArea_um2 = 0
area_growth_pct = 34.8

[run_status]
outcome = "finished, final reports clean"
-- power by group --
part / switching, mW / internal, mW
sequential: 0 / 0
clock: 0 / 0
combinational: 0.230 / 0.241
total: 0.230 / 0.241
-- metal layers --
| layer | wire length, um | vias to the layer above | part of all wire | GRT usage |
|---|---|---|---|---|
| li1 | - | 2873 | - | - |
| met1 | 6020 | 2438 | 0.43 | 0.342 |
| met2 | 6700 | 162 | 0.48 | 0.506 |
| met3 | 619 | 42 | 0.044 | 0.0161 |
| met4 | 654 | 0 | 0.047 | 0.116 |
| met5 | 0 | - | 0 | 0 |
-- critical path: cells and delay by family --
kind | cells | cell delay [ps]
adder cells (fa/ha/maj) | 4 | 1180
buffers and inverters | 7 | 1780
multiplexers | 2 | 700
AND/OR/NAND/NOR | 11 | 3100
AND-OR/OR-AND | 20 | 3540
-- layout make-up --
cell class         count  area, um^2
repair buffers       167        1650
well taps            129         161
fillers              747        2740
multi-input cells    569        4460
inverters            106         398
-- through the flow --
| step | hold WS [ps] | util | std cells | power, mW | area (um^2) |
|---|---|---|---|---|---|
| 6_report | 10170 | 0.709 | 971 | 0.471 | 6670 |
| 5_1_grt | 10250 | 0.709 | 971 | 0.525 | 6670 |
| 4_1_cts | 10190 | 0.709 | 971 | 0.471 | 6670 |
| 3_5_place_dp | 10180 | 0.709 | 971 | 0.469 | 6670 |
| 3_3_place_gp | 10190 | 0.709 | 971 | 0.463 | 6670 |
| 2_1_floorplan | 9260 | - | 700 | 0.296 | 4950 |
-- final timing paths --
| check | from | endpoint | cells after the start |
|---|---|---|---|
| setup / recovery | input_8[14] | keluaran[4] | 44 |
| hold / removal | input_9[1] | keluaran[1] | 4 |
-- cell families (layout without fill, tap and decap cells) --
kind of cell,Yosys count,after routing
buffers and inverters,131,273
multiplexers,51,51
adder cells (fa/ha/maj),126,126
AND/OR/NAND/NOR,171,171
AND-OR/OR-AND,221,221
-- cells in the final DEF, fill, tap and decap left out, types with 3 or more instances in the layout --
cell and n:
a2111o_1 15, a211oi_1 8, a21o_1 26, a21oi_1 79, a221oi_1 3, and2_1 3
buf_4 7, clkdlybuf4s50_1 160, ha_1 126, inv_1 106, mux2i_1 49, nand2_1 31
nand2b_1 16, nand3_1 5, nand4_1 25, nor2_1 60, nor2b_1 7, nor3_1 4
nor4_1 6, o211ai_1 5, o21a_1 11, o21ai_0 33, o311a_1 13, or2_2 3
Power is estimated from default activity; no workload was simulated.
