$ cat flow/config.mk
export PLATFORM = sky130hd
export DESIGN_NAME = Q_updater
export DESIGN_NICKNAME = Q_updater
export VERILOG_FILES = /design/flow/design.v
export SDC_FILE = /design/flow/constraint.sdc
export NUM_CORES = 4
export LEC_CHECK = 1
export CORE_UTILIZATION = 50
$ cat flow/constraint.sdc
current_design Q_updater

set clk_period 30.2
set clk_io_pct 0.2

create_clock -name clk0 -period $clk_period

set non_clock_inputs [all_inputs -no_clocks]
set_input_delay [expr $clk_period * $clk_io_pct] -clock clk0 $non_clock_inputs
set_output_delay [expr $clk_period * $clk_io_pct] -clock clk0 [all_outputs]
$ cat flow/design.v
module barrel_shifter_16bit (in, ctrl, out);
  input  [15:0] in;
  input [3:0] ctrl;
  output [15:0] out;
  wire [15:0] x,y,z;
mux2X1  ins_63 (.in0(in[15]),.in1(1'b0),.sel(ctrl[3]),.out(x[15]));
mux2X1  ins_62 (.in0(in[14]),.in1(1'b0),.sel(ctrl[3]),.out(x[14]));
mux2X1  ins_61 (.in0(in[13]),.in1(1'b0),.sel(ctrl[3]),.out(x[13]));
mux2X1  ins_60 (.in0(in[12]),.in1(1'b0),.sel(ctrl[3]),.out(x[12]));
mux2X1  ins_59 (.in0(in[11]),.in1(1'b0),.sel(ctrl[3]),.out(x[11]));
mux2X1  ins_58 (.in0(in[10]),.in1(1'b0),.sel(ctrl[3]),.out(x[10]));
mux2X1  ins_57 (.in0(in[9]),.in1(1'b0),.sel(ctrl[3]),.out(x[9]));
mux2X1  ins_56 (.in0(in[8]),.in1(1'b0),.sel(ctrl[3]),.out(x[8]));
mux2X1  ins_55 (.in0(in[7]),.in1(in[15]),.sel(ctrl[3]),.out(x[7]));
mux2X1  ins_54 (.in0(in[6]),.in1(in[14]),.sel(ctrl[3]),.out(x[6]));
mux2X1  ins_53 (.in0(in[5]),.in1(in[13]),.sel(ctrl[3]),.out(x[5]));
mux2X1  ins_52 (.in0(in[4]),.in1(in[12]),.sel(ctrl[3]),.out(x[4]));
mux2X1  ins_51 (.in0(in[3]),.in1(in[11]),.sel(ctrl[3]),.out(x[3]));
mux2X1  ins_50 (.in0(in[2]),.in1(in[10]),.sel(ctrl[3]),.out(x[2]));
mux2X1  ins_49 (.in0(in[1]),.in1(in[9]),.sel(ctrl[3]),.out(x[1]));
mux2X1  ins_48 (.in0(in[0]),.in1(in[8]),.sel(ctrl[3]),.out(x[0]));
mux2X1  ins_47 (.in0(x[15]),.in1(1'b0),.sel(ctrl[2]),.out(y[15]));
mux2X1  ins_46 (.in0(x[14]),.in1(1'b0),.sel(ctrl[2]),.out(y[14]));
mux2X1  ins_45 (.in0(x[13]),.in1(1'b0),.sel(ctrl[2]),.out(y[13]));
mux2X1  ins_44 (.in0(x[12]),.in1(1'b0),.sel(ctrl[2]),.out(y[12]));
mux2X1  ins_43 (.in0(x[11]),.in1(in[15]),.sel(ctrl[2]),.out(y[11]));
mux2X1  ins_42 (.in0(x[10]),.in1(in[14]),.sel(ctrl[2]),.out(y[10]));
mux2X1  ins_41 (.in0(x[9]),.in1(in[13]),.sel(ctrl[2]),.out(y[9]));
mux2X1  ins_40 (.in0(x[8]),.in1(in[12]),.sel(ctrl[2]),.out(y[8]));
mux2X1  ins_39 (.in0(x[7]),.in1(in[11]),.sel(ctrl[2]),.out(y[7]));
mux2X1  ins_38 (.in0(x[6]),.in1(in[10]),.sel(ctrl[2]),.out(y[6]));
mux2X1  ins_37 (.in0(x[5]),.in1(in[9]),.sel(ctrl[2]),.out(y[5]));
mux2X1  ins_36 (.in0(x[4]),.in1(in[8]),.sel(ctrl[2]),.out(y[4]));
mux2X1  ins_35 (.in0(x[3]),.in1(in[7]),.sel(ctrl[2]),.out(y[3]));
mux2X1  ins_34 (.in0(x[2]),.in1(in[6]),.sel(ctrl[2]),.out(y[2]));
mux2X1  ins_33 (.in0(x[1]),.in1(in[5]),.sel(ctrl[2]),.out(y[1]));
mux2X1  ins_32 (.in0(x[0]),.in1(in[4]),.sel(ctrl[2]),.out(y[0]));
mux2X1  ins_31 (.in0(y[15]),.in1(1'b0),.sel(ctrl[1]),.out(z[15]));
mux2X1  ins_30 (.in0(y[14]),.in1(1'b0),.sel(ctrl[1]),.out(z[14]));
mux2X1  ins_29 (.in0(y[13]),.in1(in[15]),.sel(ctrl[1]),.out(z[13]));
mux2X1  ins_28 (.in0(y[12]),.in1(in[14]),.sel(ctrl[1]),.out(z[12]));
mux2X1  ins_27 (.in0(y[11]),.in1(in[13]),.sel(ctrl[1]),.out(z[11]));
mux2X1  ins_26 (.in0(y[10]),.in1(in[12]),.sel(ctrl[1]),.out(z[10]));
mux2X1  ins_25 (.in0(y[9]),.in1(in[11]),.sel(ctrl[1]),.out(z[9]));
mux2X1  ins_24 (.in0(y[8]),.in1(in[10]),.sel(ctrl[1]),.out(z[8]));
mux2X1  ins_23 (.in0(y[7]),.in1(in[9]),.sel(ctrl[1]),.out(z[7]));
mux2X1  ins_22 (.in0(y[6]),.in1(in[8]),.sel(ctrl[1]),.out(z[6]));
mux2X1  ins_21 (.in0(y[5]),.in1(in[7]),.sel(ctrl[1]),.out(z[5]));
mux2X1  ins_20 (.in0(y[4]),.in1(in[6]),.sel(ctrl[1]),.out(z[4]));
mux2X1  ins_19 (.in0(y[3]),.in1(in[5]),.sel(ctrl[1]),.out(z[3]));
mux2X1  ins_18 (.in0(y[2]),.in1(in[4]),.sel(ctrl[1]),.out(z[2]));
mux2X1  ins_17 (.in0(y[1]),.in1(in[3]),.sel(ctrl[1]),.out(z[1]));
mux2X1  ins_16 (.in0(y[0]),.in1(in[2]),.sel(ctrl[1]),.out(z[0]));
mux2X1  ins_15 (.in0(z[15]),.in1(1'b0),.sel(ctrl[0]),.out(out[15]));
mux2X1  ins_14 (.in0(z[14]),.in1(in[15]),.sel(ctrl[0]),.out(out[14]));
mux2X1  ins_13 (.in0(z[13]),.in1(in[14]),.sel(ctrl[0]),.out(out[13]));
mux2X1  ins_12 (.in0(z[12]),.in1(in[13]),.sel(ctrl[0]),.out(out[12]));
mux2X1  ins_11 (.in0(z[11]),.in1(in[12]),.sel(ctrl[0]),.out(out[11]));
mux2X1  ins_10 (.in0(z[10]),.in1(in[11]),.sel(ctrl[0]),.out(out[10]));
mux2X1  ins_09 (.in0(z[9]),.in1(in[10]),.sel(ctrl[0]),.out(out[9]));
mux2X1  ins_08 (.in0(z[8]),.in1(in[9]),.sel(ctrl[0]),.out(out[8]));
mux2X1  ins_07 (.in0(z[7]),.in1(in[8]),.sel(ctrl[0]),.out(out[7]));
mux2X1  ins_06 (.in0(z[6]),.in1(in[7]),.sel(ctrl[0]),.out(out[6]));
mux2X1  ins_05 (.in0(z[5]),.in1(in[6]),.sel(ctrl[0]),.out(out[5]));
mux2X1  ins_04 (.in0(z[4]),.in1(in[5]),.sel(ctrl[0]),.out(out[4]));
mux2X1  ins_03 (.in0(z[3]),.in1(in[4]),.sel(ctrl[0]),.out(out[3]));
mux2X1  ins_02 (.in0(z[2]),.in1(in[3]),.sel(ctrl[0]),.out(out[2]));
mux2X1  ins_01 (.in0(z[1]),.in1(in[2]),.sel(ctrl[0]),.out(out[1]));
mux2X1  ins_00 (.in0(z[0]),.in1(in[1]),.sel(ctrl[0]),.out(out[0]));
endmodule
module mux2X1( in0,in1,sel,out);
input in0,in1;
input sel;
output out;
assign out=(sel)?in1:in0;
endmodule
module Q_updater(Q,max_Q,gamma,alfa,reward,Q_new, eq_1, eq_2, eq_3);
input [15:0] Q;
input [3:0] gamma;
input [3:0] alfa;
input [15:0] reward;
input [15:0] max_Q;
output [15:0] Q_new;
output [15:0] eq_1;
output [15:0] eq_2;
output [15:0] eq_3;
wire [15:0] gamma_maxQ;
wire [15:0] r_plus_gammamaxQ_min_Q;
wire [15:0] alfa_kali_r_plus_gammamaxQ_min_Q;
barrel_shifter_16bit utt_1(.in(max_Q),.ctrl(gamma),.out(gamma_maxQ));
barrel_shifter_16bit utt_2(.in(r_plus_gammamaxQ_min_Q),.ctrl(alfa),.out(alfa_kali_r_plus_gammamaxQ_min_Q));
assign eq_1 = gamma_maxQ;
assign eq_2 = r_plus_gammamaxQ_min_Q;
assign eq_3 = alfa_kali_r_plus_gammamaxQ_min_Q;
assign r_plus_gammamaxQ_min_Q = reward + gamma_maxQ - Q;
assign Q_new = Q + alfa_kali_r_plus_gammamaxQ_min_Q;
endmodule
$ cat flow/run.sh
#!/bin/bash
# OpenROAD 26Q1-2900-gdf79404cd8, Yosys 0.63+post, stock flow scripts
make -C /OpenROAD-flow-scripts/flow DESIGN_CONFIG=/design/flow/config.mk WORK_HOME=/design/flow/orfs finish
==> run_results.csv <==
group,metric,value,unit
die,initial_core_util,51.6,%
yosys,ys_cells,511,
global_routing,track_usage,26.2,%
sta,grt_setup_unrepaired,"false",
worst_hold_path,hold_path.class,"in2out",
power,powerDensity,60.9,nW/um^2
yosys,avgSynthCellArea,6.86,um^2
power,netSwitchingPower,0.000122,W
global_routing,gr-usage-met1,40.4,%
power,power_frac_clock,0,%
die,die_x,85.7,um
drt,drc,0,
job,warning_count,34,
sta,worst_slew_pin_slew,0.873,ns
worst_hold_path,whs_endpoint,"eq_2[0]",
global_routing,grt_max_degree,32,
global_routing,use_met3,2.34,%
power,power,0.000267,W
cts,postCtsHoldBufs,0,
finish,fill_cells,577,
die,chipArea,7350,um^2
power,combPwrFrac,100.0,%
placed_design,place_area,4390,um^2
yosys,yosysSeqAreaShare,0,%
power,p_int,0.000145,W
finish,comb_area,2800,um^2
sta,fin_setup_tns,0,ns
sta,hold_viol,0,
cts,cts_setup_buffers,0,
placed_design,hpwlAfterDp,7.88,mm
drt,drt_iter0_drc,160,
sta,drv_slew,0,
global_routing,grt_overflow,0,
yosys,largest_area_cell,"ha_1",
worst_hold_path,min_path_cells,3,
yosys,ys_area,3510,um^2
global_routing,grt_pass1_wl,15.2,mm
finish,syn_to_final_growth,25.2,%
drt,drt_pre_antenna_iters,7,
power,swShare,45.6,%
power,p_leak,1.97,nW
sta,fmax,0.0543,GHz
die,core,6790,um^2
finish,stdcell_area,4390,um^2
yosys,netlist_instances,511,
critical_path,worst-path-max-fanout,9,
yosys,top_area_share,11.4,%
global_routing,antenna_found_initial,0,
global_routing,top_usage_layer,"met2",
yosys,yosysWarnings,0,
critical_path,cp-start-kind,"input port",
yosys,most_common_cell,"inv_1",
yosys,synth_area,3510,um^2
placed_design,place_congestion,0.967,
drt,ant_nets,0,
finish,drive_gt1_share,4.43,%
run_status,status,"complete, no violations",
finish,seq_area,0,um^2
sta,finalCritPeriodShare,61.0,%
global_routing,grt_pass1_vias,3214,
sta,finalSetupViolations,0,
global_routing,use_met2,42.5,%
critical_path,crit_arrival,12.39,ns
drt,wl,9.44,mm
sta,post-route-min-period,18.43,ns
yosys,ys_types,60,
drt,vias,3621,
critical_path,cp.required,24.16,ns
drt,avgRoutedWirePerCell,14.3,um
yosys,top_cells_by_count,"inv_1 (69), a21oi_1 (53), buf_4 (49), nor2_1 (49), nand2_1 (44)",
finish,nClkBuffers,0,
power,seqPwrFrac,0,%
die,num_rows,30,
sta,slew_headroom,41.6,%
power,irDropWorstVdd,0.0000466,V
placed_design,port_buffers,120,
cts,cts_resized,0,
critical_path,crit_path_end_kind,"output port",
worst_hold_path,hold_start,"reward[0]",
critical_path,crit_start,"gamma[3]",
die,die_y,85.7,um
drt,via_per_inst,5.49,
job,maxCapViolCount,0,
finish,flops,0,
yosys,top_cells_by_area,"ha_1 (11%), buf_4 (10%), fa_1 (9.1%)",
critical_path,critical_path_class,"in2out",
drt,antenna_cells,0,
die,io_pins,120,
layout make-up:
cell class | count | area share [%]
Inverter | 69 | 5.90
Multi-Input combinational cell | 374 | 63.8
Tap cell | 96 | 2.74
Timing Repair Buffer | 121 | 27.5
layer usage:
metal  vias to the layer above  routed length [um]
met2                       159                4210
li1                       1823                   -
met5                         -                   0
met3                         6                 684
met4                         0                  64
met1                      1633                4480
metrics by stage:
step | std cells | setup WS [ns] | util [%] | hold slack [ns]
6_report | 660 | 11.77 | 64.6 | 13.16
3_5_place_dp | 660 | 11.82 | 64.6 | 13.17
3_3_place_gp | 660 | 11.77 | 64.6 | 13.16
4_1_cts | 660 | 11.77 | 64.6 | 13.17
2_1_floorplan | 511 | 13.62 | - | 12.16
5_1_grt | 660 | 11.38 | 64.6 | 13.20
power by group through the flow:
| stage | registers, W | logic, W | clock network (W) |
|---|---|---|---|
| after CTS | 0 | 0.000267 | 0 |
| final | 0 | 0.000267 | 0 |
| after global routing | 0 | 0.000294 | 0 |
placed cells by master (no fill, tap or decap), types with 6 or more instances in the layout:
| master | count |
|---|---|
| o21a_1 | 21 |
| nor3_1 | 9 |
| a221oi_1 | 7 |
| xnor2_1 | 18 |
| nand2_1 | 44 |
| fa_1 | 16 |
| a21o_1 | 9 |
| mux2i_1 | 9 |
| o21ai_1 | 8 |
| o211ai_1 | 8 |
| o22ai_1 | 7 |
| a21oi_1 | 53 |
| inv_1 | 69 |
| a22oi_1 | 7 |
| clkdlybuf4s50_1 | 120 |
| ha_1 | 32 |
| nor2_1 | 49 |
| nand3_1 | 6 |
| o21ai_0 | 8 |
logic make-up after synthesis:
group / Yosys count / share of synthesized area, %
xor gates and xnor gates: 26 / 7.35
adders and majority gates: 48 / 20.6
muxes: 9 / 2.57
AOI/OAI and AO/OA: 163 / 32.8
and+or+nand+nor: 128 / 16.6
buffers and inverters: 137 / 20.1
how the worst max path moves through the flow:
| stage | end | slack (ns) | cells past startpoint |
|---|---|---|---|
| after global routing | Q_new[12] | 11.38 | 27 |
| final | Q_new[15] | 11.77 | 26 |
| after CTS | Q_new[15] | 11.77 | 26 |
critical path, cell delays in order:
cell and delay [ns]:
clkdlybuf4s50_1 0.82, mux2i_1 0.25, nor2_1 0.05, a21oi_1 0.14
nor2_1 0.05, a21oi_1 0.15, o21a_1 0.19, fa_1 0.42
inv_1 0.11, ha_1 0.26, a211oi_2 0.29, o21ai_2 0.14
o21ai_2 0.12, nor2_1 0.09, nor4_2 0.68, a22oi_1 0.15
o221ai_1 0.27, ha_1 0.32, a21o_1 0.21, a21oi_1 0.18
a21boi_1 0.10, o21a_1 0.21, o311a_1 0.35, xnor2_1 0.17
xnor2_1 0.14, clkdlybuf4s50_1 0.48
Power and IR drop assume default switching activity.
